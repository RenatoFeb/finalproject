$ cat flow/design.v
`timescale 1ns / 1ps
module bcd7(in, out);
input [3:0] in;
output reg [6:0] out = 0;
always @(*)
begin
    case(in)
        4'b0000 :  out = 7'b1000000;
        4'b0001 :  out = 7'b1111001;
        4'b0010 :  out = 7'b0100100;
        4'b0011 :  out = 7'b0110000;
        4'b0100 :  out = 7'b0011001;
        4'b0101 :  out = 7'b0010010;
        4'b0110 :  out = 7'b0000010;
        4'b0111 :  out = 7'b1111000;
        4'b1000 :  out = 7'b0000000;
        4'b1001 :  out = 7'b0011000;
        default : out = 7'b1111111;
        endcase
     end
endmodule
$ cat flow/run.sh
#!/bin/bash
# OpenROAD 26Q1-2900-gdf79404cd8, Yosys 0.63+post, stock flow scripts
make -C /OpenROAD-flow-scripts/flow DESIGN_CONFIG=/design/flow/config.mk WORK_HOME=/design/flow/orfs finish
$ cat flow/config.mk
export PLATFORM = sky130hd
export DESIGN_NAME = bcd7
export DESIGN_NICKNAME = bcd7
export VERILOG_FILES = /design/flow/design.v
export SDC_FILE = /design/flow/constraint.sdc
export NUM_CORES = 4
export LEC_CHECK = 1
export CORE_AREA = 10 10 70 70
export DIE_AREA = 0 0 80 80
$ cat flow/constraint.sdc
current_design bcd7

set clk_period 1.0
set clk_io_pct 0.2

create_clock -name clk0 -period $clk_period

set non_clock_inputs [all_inputs -no_clocks]
set_input_delay [expr $clk_period * $clk_io_pct] -clock clk0 $non_clock_inputs
set_output_delay [expr $clk_period * $clk_io_pct] -clock clk0 [all_outputs]
==> flow_summary.json <==
{
  "outcome": "finished with violations",
  "violations": "setup timing",
  "ff_count": 0,
  "mostFrequentLayoutCells": "sky130_fd_sc_hd__buf_6, sky130_fd_sc_hd__o21ai_2, sky130_fd_sc_hd__buf_2, sky130_fd_sc_hd__ha_4, sky130_fd_sc_hd__buf_4",
  "synth.top_cells.by_area": "sky130_fd_sc_hd__ha_1, sky130_fd_sc_hd__o21ai_2, sky130_fd_sc_hd__o21ai_1, sky130_fd_sc_hd__nand2b_2, sky130_fd_sc_hd__a21oi_1",
  "detailroute.via_count": 319,
  "clkbuf_count": 0,
  "warning_count": 38,
  "wire_per_inst_um": 9.38,
  "dieArea_um2": 6400,
  "antenna_found_initial": 0,
  "routed_via_density": 3.13,
  "finish.utilization_pct": 18.0,
  "met3_usage_pct": 0.455,
  "drive_gt1_share_pct": 87.5,
  "core_um2": 3420,
  "detailedRoute.firstIterationViolations": 3,
  "top_usage_layer": "met2",
  "holdPathStages": 5,
  "static-leakage-power_nw": 0.254,
  "fmax_mhz": 884,
  "cp_data_required_time_ns": 0.80,
  "die.size.x_um": 80,
  "maximum_vdd_drop_mv": 0.0772,
  "netlist_area_um2": 241,
  "detail_route.wirelength_um": 957,
  "critPathLaunch": "in[1]",
  "globalRoute.totalOverflow": 0,
  "capture_endpoint_of_the_worst_hold_path": "out[5]",
  "synth_largest_type_area_fraction_pct": 25.9,
  "total_power_w": 0.000240,
  "cp.arrival_ns": 0.93,
  "global_route.usage.total_pct": 3.09,
  "fin_max_slew_vios": 0,
  "critical_path.startpoint_type": "primary input",
  "layout_top_cell": "sky130_fd_sc_hd__buf_6",
  "postSynthCellCount": 34,
  "rsz0062_at_grt": "true",
  "number_of_global_route_vias_before_repair": 332,
  "postSynthSeqShare_pct": 0,
  "report.final.hold_viol_count": 0,
  "die_h_um": 80,
  "grt_util_met1_pct": 3.63,
  "setup_slack_ns": -0.131,
  "synth_chip_area_um2": 241,
  "yosysTopAreaCell": "sky130_fd_sc_hd__ha_1",
  "boundaryPins": 11,
  "postCtsHoldBufs": 0,
  "globalRouteMet2Util_pct": 6.02,
  "power.density_nw_per_um2": 391,
  "crit_fanout": 5,
  "worst-slew-pin-transition_ns": 0.160,
  "final-setup-viol-count": 7,
  "area.sequential_um2": 0,
  "avgSynthCellArea_um2": 7.10,
  "drt_pre_antenna_iters": 2,
  "worstHoldStart": "in[3]",
  "grt_start_max_net_pins": 7,
  "std_cell_rows": 21,
  "period_needed_ns": 1.13,
  "timing.critical_path.to_type": "primary output",
  "criticalPathCategory": "primary input to primary output",
  "yosysCellCount": 34,
  "drc": 0,
  "io_buffer_count": 11,
  "timing.final.crit_share_pct": 113,
  "antenna_cells": 0,
  "yosys.cell_types.count": 14,
  "setup-tns-final_ns": -0.550,
  "fp_util_pct": 7.07,
  "yosys_warnings": 1,
  "ant_nets": 0,
  "max-slew-margin-rel_pct": 89.3,
  "maxCapViolations": 0,
  "layout-area-overhead-vs-synth_pct": 154,
  "place_area_um2": 438,
  "gp_congestion": 0.785,
  "timing.hold.worst.class": "primary input to primary output",
  "post-route-cell-area_um2": 614,
  "grt_pass1_wl_um": 1680
}
-- cells in the mapped netlist (all sizes together) --
library cell / instances
inv: 3
ha: 5
nand2: 2
nand2b: 4
a21oi: 3
nor2: 4
o21ai: 10
nor3b: 1
buf: 2
-- cells by family (layout without fill, tap and decap cells) --
family,count (synthesis),after routing,share of synthesized area [%]
compound gates,13,13,34.7
buf+inv,5,27,11.4
simple gates,11,11,28.0
fa+ha+maj,5,5,25.9
-- report_power, final --
| group | switching (W) | internal [W] | leakage [nW] |
|---|---|---|---|
| clock | 0 | 0 | 0 |
| combinational | 0.000102 | 0.000139 | 0.254 |
| sequential | 0 | 0 | 0 |
-- critical path, stage by stage --
cell,delay (ns)
sky130_fd_sc_hd__buf_8,0.11
sky130_fd_sc_hd__buf_6,0.13
sky130_fd_sc_hd__ha_4,0.15
sky130_fd_sc_hd__nor3b_2,0.18
sky130_fd_sc_hd__nor2_1,0.06
sky130_fd_sc_hd__buf_2,0.11
-- final cells by class --
class | instances | area, µm²
fill | 370 | 2800
multi-input combinational | 29 | 313
timing repair buffer | 24 | 223
tap | 46 | 57.6
inverter | 3 | 21.3
-- per-layer routing --
layer  share of wire (%)  up-vias
li1                    -      161
met1                  41      151
met2                  53        7
met3                 5.6        0
met4                   0        0
met5                   0        -
-- worst max-delay path by stage --
| stage | end | slack, ns | cells past startpoint |
|---|---|---|---|
| after global routing | out[6] | -0.17 | 7 |
| after CTS | out[6] | -0.15 | 6 |
| final | out[6] | -0.13 | 6 |
-- what timing repair did --
| action | CTS | global route |
|---|---|---|
| endpoints found under the setup margin | 7 | 7 |
| buffers inserted | 5 | 0 |
| pin swaps | 10 | 3 |
| gates cloned | 2 | 0 |
| gates resized | 77 | 4 |
-- per-stage QoR --
step           hold WS, ns  worst slack [ns]  cells
6_report             0.795            -0.131    102
5_1_grt              0.844            -0.172    102
4_1_cts              0.817            -0.152    102
3_5_place_dp          1.50            -0.944     95
3_3_place_gp          1.50            -0.933     95
2_1_floorplan        0.479            0.0622     34
No activity file was given, so power comes from the tool's default toggle rates.
